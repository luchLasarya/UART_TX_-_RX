==> design.v <==
module UART_RX
	(
		input sck,
		input rst_n,
		input RX,
		output reg [8 : 0] data_out
	);
	localparam 	WAIT = 0,
					RECEIVE = 1;
	reg state;
	reg next_state;
	reg [9 : 0] buffer;
	reg [9 : 0] next_buffer;
	reg [3 : 0] cnt;
	reg [3 : 0] next_cnt;
	always @(posedge sck or negedge rst_n)
		begin
			if (! rst_n)
				begin
					state <= WAIT;
					cnt <= 4'b0;
				end
			else
				begin
					state <= next_state;
					cnt <= next_cnt;
					buffer <= next_buffer;
				end
		end
	always @*
		begin
			next_state = state;
			case (state)
				WAIT : 		if (! RX) 				next_state = RECEIVE;
				RECEIVE : 	if (cnt == 4'b1010) 	next_state = WAIT;
			endcase
		end
	always @*
		begin
			next_cnt = cnt + 1;
			case (state)
				WAIT : 									next_cnt = 4'b0;
				RECEIVE : 	if (cnt == 4'b1010) 	next_cnt = 4'b0;
			endcase
		end
	always @*
		begin
			case (state)
				WAIT :		next_buffer = buffer;
				RECEIVE :  	next_buffer = {buffer[8 : 0], RX};
			endcase
		end
	always @ (posedge sck)
		begin
			if (cnt == 4'b1001) data_out <= buffer[8 : 1]; 
		end
endmodule  
==> run.sh <==
#!/bin/bash
# OpenROAD 26Q1-2900-gdf79404cd8, Yosys 0.63+post, stock flow scripts
make -C /OpenROAD-flow-scripts/flow DESIGN_CONFIG=/design/flow/config.mk WORK_HOME=/design/flow/orfs finish
==> config.mk <==
export PLATFORM = sky130hd
export DESIGN_NAME = UART_RX
export DESIGN_NICKNAME = UART_RX
export VERILOG_FILES = /design/flow/design.v
export SDC_FILE = /design/flow/constraint.sdc
export NUM_CORES = 4
export LEC_CHECK = 1
export CORE_AREA = 10 10 100 100
export DIE_AREA = 0 0 110 110
==> constraint.sdc <==
current_design UART_RX

set clk_period 1.9
set clk_io_pct 0.2

create_clock -name clk0 -period $clk_period [get_ports {sck}]

set non_clock_inputs [all_inputs -no_clocks]
set_input_delay [expr $clk_period * $clk_io_pct] -clock clk0 $non_clock_inputs
set_output_delay [expr $clk_period * $clk_io_pct] -clock clk0 [all_outputs]
==> deck_impl_summary.md <==
Run Summary

Logic synthesis
  – Top cells by count, synth: 17 x edfxtp_1, 5 x dfrtp_1
  – Top-count cell post-synth: edfxtp_1
  – Top cells, area: edfxtp_1 66%, dfrtp_1 16%, and2_1 1.6%
  – # Cells Yosys: 44
  – Ys flop type: edfxtp_1
  – Top area contributor share: 66.45%
  – Yosys Chip Area: 768.2 sq um
  – Netlist cell types: 19
  – Syn_area_per_cell: 17.46 sq um
  – Post-Synthesis Cell Area: 768.2 sq um
  – Synth warn: 1
  – Async SR Flop Fraction: 22.73%
  – Post-synth EDFFs: 17
  – Register share after synthesis: 82.74%
  – Ys flops: 22
  – Synth area leader: edfxtp_1
  – Syn Inst Count: 44

Power
  – Final total power: 1370 uW
  – LEAKAGE: 0.0003550 uW
  – VDD IR max: 0.0004276 V
  – Pwr dens: 1284 nW/um^2

Critical path
  – CP Data Arrival Time: 1.06 ns
  – Crit-path slowest cell: clkdlybuf4s50_1
  – Crit path cell chain: clkdlybuf4s50_1
  – Worst path max stage delay: 0.46 ns
  – Worst R2R Setup Slack: 0.62 ns
  – Setup CP Type: flip-flop to primary output
  – CP bufs+invs: 1
  – Crit path launch type: flip-flop
  – Top delay family on crit path: buffers and inverters
  – CP startpoint: data_out[0]
  – Worst r2r src: cnt[2]
  – Worst Path Required: 1.52 ns
  – Critical path endpoint category: primary output
  – Crit path depth: 1
  – R2R depth: 2
  – Worst-path fanout max: 1

GRT
  – Vias in the first global route: 363
  – Largest net degree at the start of global routing: 14
  – Initial antenna violation count: 0
  – First-pass GRT wire length: 1752 um
  – Global route total overflow: 0
  – Gr usage total: 1.879%

Detailed routing
  – DRT Wirelength: 1107 um
  – # diodes: 0
  – Via count: 359
  – DRC Markers: 0
  – Starting DRT DRC Count: 6
  – Via/cell ratio: 2.244
  – Routed WL per cell: 6.919 um
  – Router iterations before antenna repair: 2
  – Remaining antenna violation count after routing: 0

Floorplan
  – DIE WIDTH: 110 um
  – Die area: 12100 sq um
  – Top Ports: 12
  – Row count: 32
  – Die height: 110 um
  – Pre-Place Util: 9.840%
  – Area of the core: 7807 sq um

Clock tree
  – CTS Buf Count: 3
  – Clk slew on worst S/H paths: 0.07 ns
  – CTS tree: built
  – Num Clock Sinks: 22
  – CTS Hold Bufs: 0
  – H-tree lvl count: 1
  – Clock latency (worst-skew pair): 0.25 ns
  – Root Driver: clkbuf_8
  – CTS-repair resized insts: 0
  – Clk buf depth: 2
  – Post-CTS Setup Bufs: 0

Layout
  – Share of post-route cells with drive strength above 1: 12.07%
  – Fillers: 863
  – Area growth from synthesis to layout: 38.92%

Outcome
  – Status: finished clean

Placed design
  – Setup Slack @ Placement: 0.2801 ns
  – Final Wtd Congestion: 0.7083
  – Port Buffers: 10
  – Post-detail-place hpwl: 832.6 um

Final timing
  – Setup_tns: 0 ns
  – Final hold violation count: 0
  – Tmin final: 1.438 ns
  – Final Max Tran Viols: 0
  – Fmax: 695.4 MHz
  – Hold WS: 0.4049 ns
  – Setup Skew: 0.0009476 ns
  – Setup slack after layout: 0.4620 ns
  – Period utilization: 75.68%
  – RSZ-0062 raised after global routing: no
  – # setup viols final: 0

Job
  – Total of max-cap violations: 0
  – Tool warnings: 25

Hold path
  – Hold Crit Class: input pin to asynchronous set/reset pin
## placed cells by master (no fill, tap or decap)
cell / count
buf_4: 1
conb_1: 1
clkbuf_8: 3
nor2b_1: 2
bufinv_16: 1
and3_2: 1
nor2_1: 1
o21a_1: 1
nand2_1: 2
xnor2_1: 1
dfrtp_1: 5
nor3_1: 1
and3b_1: 1
edfxtp_1: 17
nor2b_2: 1
and2_1: 2
a41oi_1: 1
a21oi_1: 1
a21boi_1: 1
o21ai_1: 2
inv_1: 2
clkdlybuf4s50_1: 10
## logic make-up after synthesis
| group | synth area share (%) |
|---|---|
| and+or+nand+nor | 8.631 |
| buffers and inverters | 1.955 |
| AOI/OAI and AO/OA | 5.049 |
| other | 0.4881 |
| xor gates and xnor gates | 1.140 |
| DFF | 82.74 |
## sequential cells by signal, summed over array words and instances, names as in the netlist
register / cells
data_out: 8
state: 1
cnt: 4
buffer: 9
## layer usage
| metal | share of wire, % | global-route usage [%] |
|---|---|---|
| met5 | 0 | 0 |
| met3 | 16 | 1.528 |
| met4 | 0 | 0.09294 |
| met1 | 52 | 2.325 |
| met2 | 32 | 2.625 |
## cell type report
type,count,area [sq um],area share [%]
repair buffers,11,107.6,10.08
clock inverters,1,30.03,2.814
clock buffers,3,41.29,3.869
well taps,102,127.6,11.96
multi-input cells,19,117.6,11.02
inverters,2,7.507,0.7034
flip-flops and latches,22,635.6,59.55
## metrics by stage
step	utilization, %	instance area, sq um	instances
after CTS	13.67	1067	160
after floorplan	-	768.2	44
after detailed placement	12.76	996.0	156
after global placement	12.76	996.0	156
final	13.67	1067	160
after global routing	13.67	1067	160
## power breakdown
part           leakage, uW  switching [uW]  total (uW)  internal (uW)
clock network    0.0000357             136         417            281
logic             0.000101             105         226            121
registers         0.000218            77.3         728            650
total             0.000355             318        1370           1050
## path summary, 6_finish.rpt
check,end
max,data_out[0]
min,cnt[2]
max reg2reg,data_out[6]
min reg2reg,data_out[7]
max in group asynchronous,cnt[3]
min in group clk0,data_out[7]
No activity file was given, so power comes from the tool's default toggle rates.
