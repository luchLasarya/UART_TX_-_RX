[flow/design.v]
module UART_TX
	(
		input sck,
		input rst_n,
		input t,
		input [7 : 0] data,
		output TX,
		output [9 : 0] buff_test,
		output [1 : 0] state_test,
		output [9 : 0] next_buff_test
	);
	localparam  WAIT =		2'b00,
					BUFF = 		2'b01,
					TRANSMIT = 	2'b10;
	reg [1 : 0] state;
	reg [1 : 0] next_state;
	reg [3 : 0] cnt;
	reg [3 : 0] next_cnt;
	reg [9 : 0] buffer;
	reg [9 : 0] next_buffer;
	always @(posedge sck or negedge rst_n)
		begin
			if (!rst_n)
				begin
					state <= WAIT;
					buffer <= 10'b1111111111;
					cnt <= 4'b0;
				end
			else
				begin
					state <= next_state;
					buffer <= next_buffer;
					cnt <= next_cnt;
				end
		end
	always @*
		begin
			next_state = state;
			case (state)
					WAIT : 		if (t)						      next_state = BUFF;
					BUFF : 		  next_state = TRANSMIT;
					TRANSMIT :	if (cnt == 4'b1010)        next_state = WAIT;
			endcase
		end
	always @*
		begin
			next_cnt = cnt + 1'b1;
			case (state)
				WAIT :									next_cnt = 4'b0;
				BUFF :									next_cnt = 4'b0;
				TRANSMIT :	if (cnt == 4'b1010)	next_cnt = 4'b0;
			endcase
		end
	always @*
		begin
			case (state)
				WAIT :		next_buffer = 10'b1111111111;
				BUFF :		next_buffer = {1'b1, data[7 : 0], 1'b0};
				TRANSMIT :	next_buffer = {1'b1, {buffer[9 : 1]}};
			endcase
		end
		assign TX = (state == TRANSMIT)? buffer[0] : 1'b1;
		assign buff_test[9 : 0] = buffer[9 : 0];
		assign state_test[1 : 0] = state[1 : 0];
		assign next_buff_test[9 : 0] = next_buffer[9 : 0];
endmodule  
[flow/run.sh]
#!/bin/bash
# OpenROAD 26Q1-2900-gdf79404cd8, Yosys 0.63+post, stock flow scripts
make -C /OpenROAD-flow-scripts/flow DESIGN_CONFIG=/design/flow/config.mk WORK_HOME=/design/flow/orfs finish
[flow/config.mk]
export PLATFORM = sky130hd
export DESIGN_NAME = UART_TX
export DESIGN_NICKNAME = UART_TX
export VERILOG_FILES = /design/flow/design.v
export SDC_FILE = /design/flow/constraint.sdc
export NUM_CORES = 4
export LEC_CHECK = 1
export CORE_AREA = 10 10 75 75
export DIE_AREA = 0 0 85 85
[flow/constraint.sdc]
current_design UART_TX

set clk_period 1.5
set clk_io_pct 0.2

create_clock -name clk0 -period $clk_period [get_ports {sck}]

set non_clock_inputs [all_inputs -no_clocks]
set_input_delay [expr $clk_period * $clk_io_pct] -clock clk0 $non_clock_inputs
set_output_delay [expr $clk_period * $clk_io_pct] -clock clk0 [all_outputs]
==> impl_metrics.toml <==
# yosys + openroad results
[status]
status = "finished, final reports clean"

[power]
p_switching_uw = 751
p_sw_share_pct = 32.7
power_density_nw_per_um2 = 1630
seq_power_share_pct = 33.3
p_leak_uw = 0.000677
internal-power_uw = 1540
comb_power_share_pct = 52.3
vdd_drop_max_v = 0.000436
clockPowerShare_pct = 14.5

[job]
tool_warnings = 32
cap_violations = 0

[die]
row_count = 23
die.size.y_um = 85
core_sq_um = 4060
io_pins = 34
initial_core_util_pct = 21.9
die_area_sq_um = 7230
die_w_um = 85

[place]
dp_hpwl_um = 1720
numPortBuffers = 31
pre_cts_ws_ps = -78.6
place_congestion = 0.744

[grt]
grt_pass1_wl_um = 3640
antenna_found_initial = 0
grt_max_degree = 16
grt_pass1_vias = 744
grt_use_total_pct = 5.97
overflow = 0

[sta]
fin_crit_ps = 1470
setup_viol = 0
unclocked_regs = 9
untimed_endpoints = 27
period_used_pct = 97.9
clock_skew_ps = 2.20
holdWs_ps = 361
hold_viol_final = 0
slew_viol_final = 0
rsz0062_at_grt = "true"
worst_slack_ps = 31.3
fmax_ghz = 0.681

[setup_path]
arrival_ps = 1170
path_cells = "buf_6 -> buf_4 -> dlygate4sd2_1"
cp-start-kind = "flip-flop"
cp_slowest_cell = "dfrtp_1"
critPathCaptureType = "output port"
crit_required_ps = 1200
crit_type = "reg -> out"
max_stage_delay_ps = 420
path_max_fanout = 3
ff2ff_setup_slack_ps = 40

[synthesis]
synthTopCellsByArea = "dfstp_2 27%, dfrtp_1 17%, dlxtn_1 15%, ha_1 11%, a22oi_1 5.9%"
yosys_warnings = 1
top_area_cell = "dfstp_2"
top_area_share_pct = 26.6
yosysCellCount = 73
ys_ff = 24
synth_area_sq_um = 888
syn_inst = 73
synth_area_per_cell_sq_um = 12.2
synth-area-yosys_sq_um = 888
synth.distinct_cells = 23

[detailed_routing]
via_per_inst = 4.05
n_antenna_cell = 0
ant_nets = 0
vias = 676
firstDrtPassIters = 4
wl_um = 2200
wl_per_cell_um = 13.2
drtIter0Drc = 14
remaining_drc_errors = 0

[clock_network]
cts_root_buffer = "clkbuf_8"
numCtsBuffers = 3
cts.clk_slew.worst_paths_ps = 60
cts_tree = "built"
clockBufferDepth = 2
htree_levels = 1
clock.latency.late_pin_ps = 250

[final_layout]
layout_top_cells = "19 x clkdlybuf4s50_1, 11 x dlygate4sd2_1, 10 x buf_4"
fill_cells = 403
syn_to_final_growth_pct = 58.3
drive_above_1_share_pct = 27.4
lay_top_count = "clkdlybuf4s50_1"

[hold_path]
hp-class = "in -> async"
[per-layer routing]
layer,GRT usage (%),vias to the layer above,wire length [um]
met2,8.99,25,993
met3,2.79,2,240
met4,1.35,0,40
met1,7.62,328,926
li1,-,321,-
met5,0,-,0
[synth_stat cells]
library cell and number:
xnor2_1 1, dfstp_2 9, nand3b_4 1, dlxtn_1 9
a221oi_4 1, inv_1 5, nand2_1 8, xor2_1 1
nor2_1 4, a21oi_1 1, buf_2 1, mux2i_1 2
nand3_1 1, buf_4 2, dfrtp_1 6, buf_1 1
ha_1 8, nand2b_1 1, conb_1 1, a22oi_1 7
mux2_1 1, clkbuf_1 1, nand3b_1 1
[registers in the layout (all words and copies together), names as in the netlist]
| signal | flops |
|---|---|
| state | 2 |
| next_buffer | 9 |
| buffer | 9 |
| cnt | 4 |
[path summary, 6_finish.rpt]
kind	from	cells past startpoint	end
setup / recovery	state[1]	3	state_test[1]
hold / removal	rst_n	2	state[1]
setup reg to reg	state[1]	5	state[1]
hold reg to reg	cnt[0]	2	cnt[0]
max in group asynchronous	rst_n	2	buffer[4]
min in group clk0	cnt[0]	2	cnt[0]
[critical path, delay by kind of cell, from the launching register on]
kind / cells / cell delay [ps]
buffers and inverters: 3 / 500
DFF: 1 / 420
[layout make-up]
type / count / area, sq um / share of cell area, %
Sequential cell: 24 / 522 / 37.1
Timing Repair Buffer: 44 / 405 / 28.8
Multi-Input combinational cell: 40 / 353 / 25.1
Tap cell: 50 / 62.6 / 4.45
Clock buffer: 4 / 45.0 / 3.20
Inverter: 5 / 18.8 / 1.33
[through the flow]
step	util, %	power [uW]	instances	TNS, ps	area (sq um)
after floorplan	-	1280	74	0	892
after global placement	32.5	1870	161	-70.4	1320
after detailed placement	32.5	1900	161	-83.0	1320
after CTS	33.9	2260	166	0	1370
after global routing	34.7	2510	167	-34.0	1410
final	34.7	2290	167	0	1410
[logic make-up after synthesis]
kind of cell / share of synthesized area (%)
DFF: 43.5
muxes: 3.52
buffers and inverters: 5.21
AOI/OAI and AO/OA: 9.44
adders and majority gates: 11.3
and+or+nand+nor: 9.44
latches: 15.2
other: 0.422
xor gates and xnor gates: 1.97
[what timing repair did]
action	4_1_cts	5_1_grt
buffers inserted	3	1
pin swaps	2	1
endpoints found under the setup margin	13	3
hold buffers	0	0
gates resized	17	6
cloned	0	0
[power groups by stage]
| stage | Combinational, uW | Sequential (uW) | Clock, uW |
|---|---|---|---|
| 4_1_cts | 1170 | 754 | 344 |
| 5_1_grt | 1360 | 778 | 369 |
| 6_report | 1200 | 763 | 331 |
Power and IR drop assume default switching activity.
